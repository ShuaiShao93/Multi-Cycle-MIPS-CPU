File: ./config.mk
export PLATFORM = sky130hd
export DESIGN_NAME = MUX7
export DESIGN_NICKNAME = MUX7
export VERILOG_FILES = /design/flow/design.v
export SDC_FILE = /design/flow/constraint.sdc
export NUM_CORES = 4
export LEC_CHECK = 1
export CORE_AREA = 10 10 70 70
export DIE_AREA = 0 0 80 80
File: ./constraint.sdc
current_design MUX7

set clk_period 2.7
set clk_io_pct 0.2

create_clock -name clk0 -period $clk_period

set non_clock_inputs [all_inputs -no_clocks]
set_input_delay [expr $clk_period * $clk_io_pct] -clock clk0 $non_clock_inputs
set_output_delay [expr $clk_period * $clk_io_pct] -clock clk0 [all_outputs]
File: ./design.v
module MUX2 # (parameter WIDTH = 8)
           (input [WIDTH-1:0] In0, In1,
            input sel,
            output [WIDTH-1:0] Out);
    assign Out = sel ? In1 : In0;
endmodule
module MUX3 # (parameter WIDTH = 8)
           (input [WIDTH-1:0] In0, In1, In2, 
            input [1:0] sel, 
            output [WIDTH-1:0] Out);
    assign Out = (sel == 2'b00)? In0 :
                 (sel == 2'b01)? In1 :
                 (sel == 2'b10)? In2 : 0;
endmodule
module MUX4 # (parameter WIDTH = 8)
           (input [WIDTH-1:0] In0, In1, In2, In3, 
            input [1:0] sel, 
            output [WIDTH-1:0] Out);
    assign Out = (sel == 2'b00)? In0 :
                 (sel == 2'b01)? In1 :
                 (sel == 2'b10)? In2 :
                 (sel == 2'b11)? In3 : 0;
endmodule
module MUX5 # (parameter WIDTH = 8)
           (input [WIDTH-1:0] In0, In1, In2, In3, In4, 
            input [2:0] sel, 
            output [WIDTH-1:0] Out);
    assign Out = (sel == 3'b000)? In0 :
                 (sel == 3'b001)? In1 :
                 (sel == 3'b010)? In2 :
                 (sel == 3'b011)? In3 : 
                 (sel == 3'b100)? In4 : 0;
endmodule
module MUX6 # (parameter WIDTH = 8)
           (input [WIDTH-1:0] In0, In1, In2, In3, In4, In5, 
            input [2:0] sel, 
            output [WIDTH-1:0] Out);
    assign Out = (sel == 3'b000)? In0 :
                 (sel == 3'b001)? In1 :
                 (sel == 3'b010)? In2 :
                 (sel == 3'b011)? In3 :
                 (sel == 3'b100)? In4 : 
                 (sel == 3'b101)? In5 : 0;
endmodule
module MUX7 # (parameter WIDTH = 8)
           (input [WIDTH-1:0] In0, In1, In2, In3, In4, In5, In6, 
            input [2:0] sel, 
            output [WIDTH-1:0]Out);
    assign Out = (sel == 3'b000)? In0 :
                 (sel == 3'b001)? In1 :
                 (sel == 3'b010)? In2 :
                 (sel == 3'b011)? In3 : 
                 (sel == 3'b100)? In4 : 
                 (sel == 3'b101)? In5 : 
                 (sel == 3'b110)? In6 : 0;
endmodule
File: ./run.sh
#!/bin/bash
# OpenROAD 26Q1-2900-gdf79404cd8, Yosys 0.63+post, stock flow scripts
make -C /OpenROAD-flow-scripts/flow DESIGN_CONFIG=/design/flow/config.mk WORK_HOME=/design/flow/orfs finish
==> summary.txt <==
The run has ended; figures from its reports follow.

Max-slew check failures listed in the final report amount to 0. The sequential fraction of the synthesis area came out at 0. Traced cell by cell, the critical path runs through clkdlybuf4s50_1 > mux2_2 > o22a_1 > o211a_1 > clkdlybuf4s50_1. The setup slack after placement is -264 ps.

The iteration tally of the first detailed-router pass came out at 4. The maximum fanout along the worst path is 2. The worst slack on hold paths came out at 2060 ps. The critical path's largest stage delay is 430 ps.

The kind of cell with the highest combined delay on the critical path is buffers and inverters. Per the placement log, port buffering inserted 67 buffers. The part of the cycle the worst path needs is 0.954. In this run the layout overhead on the synthesized area is reported as 142%. The slowest library cell on the worst path is sky130_fd_sc_hd__clkdlybuf4s50_1. The total of clock buffers placed in the layout came out at 0. The share of synthesized area in the top cell type comes to 0.172.

The remaining global-route overflow is 0. Leaving out fill and tap cells, the most frequent cells in the layout are sky130_fd_sc_hd__clkdlybuf4s50_1, sky130_fd_sc_hd__mux2i_1. The global router's overall resource usage came out at 0.0817. Yosys reports a chip area of 583 um2. The antenna cell count came out at 0.

The number of core rows is 21. Entering global routing, the biggest net connects 11 pins. The first global-routing pass estimated 4230 um of wire. The number of cells on the critical path came out at 5.

Note that the worst hold path type here is in -> out. Per the gpl log, the routability congestion estimate is 0.783. Of the total power, registers draw 0.

The number of max-capacitance violations reported is 0. Ranked by total cell area, the synthesized netlist is headed by sky130_fd_sc_hd__mux2i_1, sky130_fd_sc_hd__mux2_4, sky130_fd_sc_hd__and3b_1. The via count of the first global-routing pass is 860. The count of buffers added by post-CTS timing repair for setup is 0.

The total die size is 6400 um2. The highest attainable clock frequency is 0.388 GHz. The storage element area came out at 0 um2. The violation tally from detailed-route iteration zero came out at 37.

The setup path with the least slack is of type in -> out. The internal power consumption came out at 0.000157 W. The tally of unique sky130hd cells used after synthesis came out at 22.

Setup repair after global routing left no endpoint under its margin. The average wire per cell in the routed design came out at 15.0 um. The die extent in x came out at 80 um. The cell type with the highest aggregate area in the netlist is sky130_fd_sc_hd__mux2i_1. The combinational share of power came out at 1.000.

The final critical-path setup slack came out at 124 ps. The fraction of the core area occupied by cells at floorplan came out at 0.171. In this run the power density over the cells is 155 nW/um2. The kind of end point of the critical path is a primary output.

The number of antenna violations at the first check in global routing came to 0. The post-route standard cell area excluding fillers came out at 1410 um2. During synthesis, Yosys emitted a total of 0 warnings. The via density per instance is 4.27. The floorplan die height is 80 um.

The synth_stat.txt file lists the number of cells as 70. The total setup violations reported at the end of the flow is 0. The worst VDD IR drop from the latest analysis is 62.7 uV. The hold violation total from the final report came out at 0. The total DRC errors in the routed layout came out at 0. Per STA, the library cell used most along the worst path is sky130_fd_sc_hd__clkdlybuf4s50_1. Once layout is complete, the cells apart from fillers number 184.

The total number of sequential cells is 0. The cell count after synthesis is 70. The buffers plus inverters on the worst setup path came out at 2. The switching power as a share of total power came out at 0.281.

The HPWL reported at the end of detailed placement is 2420 um. The worst pin sits at a relative slew slack of 0.834. The static power due to leakage is 0.594 nW. The net switching power figure is 0.0000613 W. According to the timing report, the critical path is captured at Out[3]. The placeable core area came out at 3420 um2. The remaining number of nets flagged by the antenna check after routing is 0. The count of hold-fix buffers inserted at cts is 0. The synthesized area per cell came out at 8.33 um2. The count of placed standard cells including taps is 183. The post-detailed-placement cell area came out at 1320 um2. STA classifies the critical path startpoint as an input port. The most critical setup path has its startpoint at In1[3]. In this run the cell area of the synthesized design comes to 583 um2. The share of final-layout standard cells stronger than drive strength 1 is 0.217.

The share of total power dissipated in the clock network is 0. The time the worst path needs with I/O delays and setup came out at 2580 ps. According to the timing report, the data required time at the worst endpoint equals 2160 ps.

The total tool warning count is 32. The data arrival time reported for the critical path is 2040 ps. The total negative slack came out at 0 ps. The final route contains 785 vias. The most common logic cell in the final layout is sky130_fd_sc_hd__clkdlybuf4s50_1.

Per the detailed-route log, wirelength across all metal layers totals 2770 um. The number of ports placed on the die boundary came out at 67. The measured slew at the worst slew-check pin is 249 ps. The flow ran to the end, and the final reports show no timing, DRC or antenna violations.
[power groups by stage]
| stage | Sequential, W | Clock (W) | Combinational [W] |
|---|---|---|---|
| CTS | 0 | 0 | 0.000217 |
| finish | 0 | 0 | 0.000218 |
| global route | 0 | 0 | 0.000236 |
[repair_timing]
item                                    CTS  global route
cloned                                    1             0
endpoints found under the setup margin    8             7
hold endpoints to repair                  0             0
resized                                  12             6
[kinds of logic after synthesis]
logic type | synth area share
buffers and inverters | 0.105
multiplexers | 0.358
AND/OR/NAND/NOR | 0.277
AND-OR/OR-AND | 0.260
[Yosys cell counts (all sizes together) (6+ instances only)]
| master | instances |
|---|---|
| mux2i | 10 |
| mux2 | 8 |
| nand2b | 7 |
| a221oi | 6 |
| and3b | 6 |
| buf | 6 |
| nor2 | 6 |
| o22ai | 6 |
[area by class of cell]
| class | count | area (um2) |
|---|---|---|
| repair buffers | 75 | 761 |
| multi-input cells | 61 | 583 |
| inverters | 2 | 7.51 |
| fillers | 324 | 2010 |
| well taps | 46 | 57.6 |
[stage by stage]
stage	utilization	total power, W
after global placement	0.387	0.000201
after global routing	0.412	0.000236
after detailed placement	0.387	0.000203
after CTS	0.408	0.000217
after floorplan	-	0.0000721
final	0.412	0.000218
[layer usage]
metal / share of wire / up-vias / global-route usage
met2: 0.40 / 40 / 0.119
met3: 0.12 / 0 / 0.0352
li1: - / 415 / -
met5: 0 / - / 0
met1: 0.48 / 330 / 0.115
met4: 0 / 0 / 0
[worst min path at each step]
stage / startpoint / endpoint / slack [ps] / cells past startpoint
6_report: In2[6] / Out[6] / 2060 / 4
5_1_grt: In2[4] / Out[4] / 2090 / 4
4_1_cts: In2[6] / Out[6] / 2060 / 4
No activity file was given, so power comes from the tool's default toggle rates.
